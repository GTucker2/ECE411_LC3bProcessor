$ cat run.sh
#!/bin/bash
# OpenROAD 26Q1-2900-gdf79404cd8, Yosys 0.63+post, stock flow scripts
make -C /OpenROAD-flow-scripts/flow DESIGN_CONFIG=/design/flow/config.mk WORK_HOME=/design/flow/orfs finish
$ cat config.mk
export PLATFORM = sky130hd
export DESIGN_NAME = mux4
export DESIGN_NICKNAME = mux4
export VERILOG_FILES = /design/flow/design.v
export SDC_FILE = /design/flow/constraint.sdc
export NUM_CORES = 4
export LEC_CHECK = 1
export CORE_AREA = 10 10 84 84
export DIE_AREA = 0 0 94 94
$ cat constraint.sdc
current_design mux4

set clk_period 3.1
set clk_io_pct 0.2

create_clock -name clk0 -period $clk_period

set non_clock_inputs [all_inputs -no_clocks]
set_input_delay [expr $clk_period * $clk_io_pct] -clock clk0 $non_clock_inputs
set_output_delay [expr $clk_period * $clk_io_pct] -clock clk0 [all_outputs]
$ cat design.v
package rv32i_types;
typedef enum bit [6:0] {
    op_lui   = 7'b0110111,  
    op_auipc = 7'b0010111,  
    op_jal   = 7'b1101111,  
    op_jalr  = 7'b1100111,  
    op_br    = 7'b1100011,  
    op_load  = 7'b0000011,  
    op_store = 7'b0100011,  
    op_imm   = 7'b0010011,  
    op_reg   = 7'b0110011,  
    op_csr   = 7'b1110011   
} rv32i_opcode;
typedef enum bit [2:0] {
    beq  = 3'b000,
    bne  = 3'b001,
    blt  = 3'b100,
    bge  = 3'b101,
    bltu = 3'b110,
    bgeu = 3'b111
} branch_funct3_t;
typedef enum bit [2:0] {
    lb  = 3'b000,
    lh  = 3'b001,
    lw  = 3'b010,
    lbu = 3'b100,
    lhu = 3'b101
} load_funct3_t;
typedef enum bit [2:0] {
    sb = 3'b000,
    sh = 3'b001,
    sw = 3'b010
} store_funct3_t;
typedef enum bit [2:0] {
    add  = 3'b000,  
    sll  = 3'b001,
    slt  = 3'b010,
    sltu = 3'b011,
    axor = 3'b100,
    sr   = 3'b101,  
    aor  = 3'b110,
    aand = 3'b111
} arith_funct3_t;
typedef enum bit [2:0] {
    alu_add = 3'b000,
    alu_sll = 3'b001,
    alu_sra = 3'b010,
    alu_sub = 3'b011,
    alu_xor = 3'b100,
    alu_srl = 3'b101,
    alu_or  = 3'b110,
    alu_and = 3'b111
} alu_ops;
typedef logic [31:0] rv32i_word;
typedef logic [4:0] rv32i_reg;
typedef logic [3:0] rv32i_mem_wmask;
endpackage : rv32i_types
module mux4 #(parameter width = 32)
(
	input [1:0] sel,
	input [width-1:0] a, b, c, d,
	output logic [width-1:0] f
);
always_comb
begin
	if (sel == 2'b00)
		f = a;
	else if (sel == 2'b01)
		f = b;
	else if (sel == 2'b10)
		f = c;
	else
		f = d;
end
endmodule : mux4
==> impl_metrics.tcl <==
# metrics dict for downstream scripts
set metrics [dict create \
    avgRoutedWirePerCell_um 20.9 \
    flop_area_um2 0 \
    layout_top_cell "clkdlybuf4s50_1" \
    outcome "complete, no violations" \
    hp-class "in2out" \
    design_power_total_uw 339 \
    top_cells_by_area "mux4_2 83%, buf_12 7.4%, mux4_1 6.5%" \
    die_w_um 94 \
    hold_ws_ns 2.28 \
    hold_start "sel[0]" \
    hold_depth 4 \
    drive_above_1_share_pct 17.7 \
    synth_area_um2 815 \
    fillCellCount 458 \
    worst_pin_slew_ns 0.370 \
    vdd_drop_max_mv 0.0758 \
    most-common-layout-cells "161 x clkdlybuf4s50_1, 30 x mux4_2, 4 x buf_4" \
    final_area_um2 2460 \
    antenna_found_initial 0 \
    maxSlewHeadroom_pct 75.3 \
    crit_path_start_kind "input port" \
    fp_util_pct 15.6 \
    areaGrowthSynthToFinish_pct 202 \
    core_um2 5200 \
    rsz0062_at_grt "no" \
    yosysUniqueCellTypes 5 \
    grt_pass1_vias 1378 \
    num_vias 1174 \
    yosysTopAreaCell "mux4_2" \
    fin_crit_ns 2.80 \
    cp.arrival_ns 2.18 \
    routabilityCongestion 0.848 \
    cts_resized 0 \
    ys_seq_share_pct 0 \
    design.seq.count 0 \
    maxCapViolCount 0 \
    fp.dieArea_um2 8840 \
    first_iter_violations 15 \
    die_y_um 94 \
    fmax_ghz 0.357 \
    warnings 32 \
    grt_max_degree 21 \
    drtAntennaViolNets 0 \
    power.density_nw_per_um2 138 \
    io_pins 162 \
    grt_usage_pct 12.2 \
    syn_avg_cell_area_um2 20.9 \
    critPathMaxFanout 20 \
    fin_setup_tns_ns 0 \
    grt_overflow 0 \
    whs_endpoint "f[7]" \
    io_buffers 162 \
    maxSlewViolCount 0 \
    synthCells 39 \
    cp-end-kind "output port" \
    grt_pass1_wl_mm 8.16 \
    wl_mm 5.61 \
    drtPass1Iterations 2 \
    drt-vias-per-instance 4.38 \
    top_area_share_pct 82.9 \
    finalSetupViolCount 0 \
    place_area_um2 2460 \
    yosys-stat-area_um2 815 \
    drc 0 \
    crit_type "in2out" \
    ctsHoldBuffers 0 \
    logic_area_um2 728 \
    dp_hpwl_mm 5.22 \
    post-route-period-util_pct 90.4 \
    crit_required_ns 2.48 \
    antennaDiodeCount 0 \
    hold_viol_final 0 \
    yosys_warnings 1 \
    ys_cells 39 \
    p_leak_uw 0.000865 \
    rows 26 \
    clkbuf_count 0 \
    post_cts.repair.setup_buffers 0 \
]
## cell families after synthesis
group	after synthesis	share of synthesized area, %
buffers and inverters	7	10.6
multiplexers	32	89.4
## synthesized netlist by cell type (all sizes together)
library cell,instances
mux4,32
buf,7
## routing by layer
layer	up-vias	track usage, %	routed length (um)
li1	526	-	-
met2	100	21.4	2870
met1	546	13.1	1850
met5	-	0	0
met3	2	6.70	848
met4	0	0.759	40
## metrics by stage
step | setup WS (ns) | utilization, % | cells
after global placement | 0.259 | 47.3 | 268
after global routing | 0.252 | 47.3 | 268
after CTS | 0.275 | 47.3 | 268
after floorplan | 1.14 | - | 39
after detailed placement | 0.275 | 47.3 | 268
final | 0.299 | 47.3 | 268
## layout make-up
cell class / count / share of cell area [%]
repair buffers: 166 / 66.9
multi-input cells: 32 / 29.6
well taps: 70 / 3.56
## critical path, stage by stage
cell and delay, ns:
clkdlybuf4s50_1 0.47, buf_4 0.27, mux4_2 0.38, clkdlybuf4s50_1 0.43
## how the worst max path moves through the flow
| stage | from | endpoint | cells past startpoint |
|---|---|---|---|
| final | sel[1] | f[3] | 4 |
| after global routing | sel[1] | f[3] | 4 |
| after CTS | sel[1] | f[3] | 4 |
## report_power, final
| part | switching, uW | total [uW] | leakage, uW | internal [uW] |
|---|---|---|---|---|
| Clock | 0 | 0 | 0 | 0 |
| Sequential | 0 | 0 | 0 | 0 |
| Combinational | 63.5 | 339 | 0.000865 | 276 |
No activity file was given, so power comes from the tool's default toggle rates.
