## /design/flow/design.v

```verilog
package rv32i_types;
typedef enum bit [6:0] {
    op_lui   = 7'b0110111,  
    op_auipc = 7'b0010111,  
    op_jal   = 7'b1101111,  
    op_jalr  = 7'b1100111,  
    op_br    = 7'b1100011,  
    op_load  = 7'b0000011,  
    op_store = 7'b0100011,  
    op_imm   = 7'b0010011,  
    op_reg   = 7'b0110011,  
    op_csr   = 7'b1110011   
} rv32i_opcode;
typedef enum bit [2:0] {
    beq  = 3'b000,
    bne  = 3'b001,
    blt  = 3'b100,
    bge  = 3'b101,
    bltu = 3'b110,
    bgeu = 3'b111
} branch_funct3_t;
typedef enum bit [2:0] {
    lb  = 3'b000,
    lh  = 3'b001,
    lw  = 3'b010,
    lbu = 3'b100,
    lhu = 3'b101
} load_funct3_t;
typedef enum bit [2:0] {
    sb = 3'b000,
    sh = 3'b001,
    sw = 3'b010
} store_funct3_t;
typedef enum bit [2:0] {
    add  = 3'b000,  
    sll  = 3'b001,
    slt  = 3'b010,
    sltu = 3'b011,
    axor = 3'b100,
    sr   = 3'b101,  
    aor  = 3'b110,
    aand = 3'b111
} arith_funct3_t;
typedef enum bit [2:0] {
    alu_add = 3'b000,
    alu_sll = 3'b001,
    alu_sra = 3'b010,
    alu_sub = 3'b011,
    alu_xor = 3'b100,
    alu_srl = 3'b101,
    alu_or  = 3'b110,
    alu_and = 3'b111
} alu_ops;
typedef logic [31:0] rv32i_word;
typedef logic [4:0] rv32i_reg;
typedef logic [3:0] rv32i_mem_wmask;
endpackage : rv32i_types
module regfile
(
    input clk,
    input load,
    input [31:0] in,
    input [4:0] src_a, src_b, dest,
    output logic [31:0] reg_a, reg_b
);
logic [31:0] data [32]  ;
initial
begin
    for (int i = 0; i < $size(data); i++)
    begin
        data[i] = 32'b0;
    end
end
always_ff @(posedge clk)
begin
    if (load && dest)
    begin
        data[dest] = in;
    end
end
always_comb
begin
    reg_a = src_a ? data[src_a] : 0;
    reg_b = src_b ? data[src_b] : 0;
end
endmodule : regfile
```

## /design/flow/run.sh

```bash
#!/bin/bash
# OpenROAD 26Q1-2900-gdf79404cd8, Yosys 0.63+post, stock flow scripts
make -C /OpenROAD-flow-scripts/flow DESIGN_CONFIG=/design/flow/config.mk WORK_HOME=/design/flow/orfs finish
```

## /design/flow/config.mk

```make
export PLATFORM = sky130hd
export DESIGN_NAME = regfile
export DESIGN_NICKNAME = regfile
export VERILOG_FILES = /design/flow/design.v
export SDC_FILE = /design/flow/constraint.sdc
export NUM_CORES = 4
export LEC_CHECK = 1
export CORE_UTILIZATION = 40
```

## /design/flow/constraint.sdc

```tcl
current_design regfile

set clk_period 5.9
set clk_io_pct 0.2

create_clock -name clk0 -period $clk_period [get_ports {clk}]

set non_clock_inputs [all_inputs -no_clocks]
set_input_delay [expr $clk_period * $clk_io_pct] -clock clk0 $non_clock_inputs
set_output_delay [expr $clk_period * $clk_io_pct] -clock clk0 [all_outputs]
```

==> Changelog: implementation <==
### Physical design

- Startpoint types: input port
- Synth Seq Share: 0.6419
- Core area: 118,400 um^2
- I/O pins: ~110
- Starting Density: 0.4046
- Die height: about 350 um
- Cell variety after synth: 39
- Most frequent logic cell in the layout: edfxtp_1
- Routed WL: 154,900 um
- Worst Tran Pin Value: about 1.1 ns
- Num CTS Buffers: approximately 110
- Clk pin slew, worst setup/hold paths: roughly 0.06 ns
- Vias/cell: about 6.3
- Commonest cells after routing, fill and taps aside: 1,024 x edfxtp_1, 320 x mux2i_1, 316 x mux4_2, 157 x buf_4, 110 x clkbuf_16
- First-pass GRT wire length: ~220,000 um
- Total track usage: 0.2821
- # resized after CTS: 0
- Bufs on Longest Clock Path: 3
- Setup Slack @ Placement: a little over 0.6 ns
- Synth Instances: about 2,600
- Root Buffer: clkbuf_16
- Largest net degree at the start of global routing: 77
- Critical path capture point type: output pin
- Buffers on Ports: about 110
- Layout Cells excl Fill: around 4,500
- Rel. slew slack: 0.2794
- Vias: approximately 28,000
- Final Wtd Congestion: 0.8866
- Setup Viol. Count Final: 0
- # diodes: 0
- Die x size: around 350 um
- Max-Cap Viols: 0
- Filler Cell Count: between 9,000 and 10,000
- Max IR drop VDD: around 0.25 mV
- WL per Instance: 34.68 um
- Area added between synthesis and finish: 15.58%
- Count of tool warnings: 26
- Synthesized area: 47,900 um^2
- YS chip area: 47,900 um^2
- Fin util: 0.4676
- Antenna Nets Post-Route: 0
- Max reg flops: slightly above 1,000
- Final worst-path cycle share: 0.9109
- Initial antenna violation count: 0
- HP Class: input port to register
- Die area: roughly 120,000 um^2
- Ys cells: between 2,000 and 3,000
- Crit Path Max Fanout: 34
- Rows: roughly 130
- Hold path depth: 2
- Synth Register Bits: between 1,000 and 1,500
- Final Power: ~17 mW
- Status: finished, final reports clean
- Detailed Route Iter0 Violations: ~1,900
- H-tree depth: 3
- Post-route minimum period: around 5.4 ns
- WS Path Type: input port to output pin
- CP Data Required Time: 4.72 ns
- Avg Cell Area, Syn: roughly 19 um^2
- Fmax: around 190 MHz
- # DRC: 0
- Unrepaired setup endpoints after global routing: false
- Total gr overflow: 0
- PD cells: ~300 nW/um^2
- Drt first pass iters: 5
- Hpwl dp: ~90,000 um
- Vias in the first global route: about 32,000
- Post CTS Setup Buffer Count: 0
- TritonCTS sink count: 1,024
- Fin. Hold Viols: 0
- LEAKAGE: between 15 and 20 nW
- Max Slew Vio Count: 0
- Placed insts: between 4,000 and 5,000
- Ys Warns: 1
- Setup TNS: 0 ns
- CTS tree: done
- Fraction of layout cells with a size suffix above 1: 0.2812
- Critical Path AT: about 4.2 ns
- Final worst slack: ~0.53 ns
- Hold-fix buffers, CTS: 0
[layout make-up]
cell class                      count  area (um^2)  share of cell area
Timing Repair Buffer              285         2638             0.04764
Multi-Input combinational cell   1354        16400              0.2962
Sequential cell                  1024        30750              0.5554
Tap cell                         1600         2002             0.03616
Clock inverter                     76        762.0             0.01376
Inverter                            2        8.758           0.0001582
Clock buffer                      125         2809             0.05073
[cell usage after synthesis, drive strengths merged]
cell | number | share of area
o221ai | 64 | 0.012
clkbuf | 100 | 0.0079
a211oi | 64 | 0.011
edfxtp | 1024 | 0.64
nand3 | 2 | 0.00021
nand2b | 1 | 0.00013
o21ai | 54 | 0.0056
mux2i | 320 | 0.067
nand3b | 6 | 0.00094
or3b | 5 | 0.00091
a221oi | 54 | 0.012
or3 | 2 | 0.00026
nand2 | 85 | 0.0067
a311oi | 32 | 0.0059
mux4 | 352 | 0.17
inv | 2 | 0.00016
conb | 1 | 0.000078
or2 | 1 | 0.00013
or4 | 1 | 0.00024
a22oi | 64 | 0.010
nand4 | 32 | 0.0042
o2111ai | 10 | 0.0018
nor2 | 37 | 0.0030
nor2b | 37 | 0.0048
and2 | 2 | 0.00026
mux2 | 64 | 0.015
and3 | 1 | 0.00013
buf | 115 | 0.016
a21oi | 32 | 0.0033
[critical path, stage by stage]
cell and delay (ns):
buf_6 0.52, nor2_4 0.29, buf_4 0.32, a221oi_1 0.34, o21ai_0 0.19, a311oi_1 0.59, buf_4 0.24, clkdlybuf4s50_1 0.47
[where the power goes]
part           internal, mW  total, mW  leakage (nW)  switching, mW
combinational         0.651       1.51          7.03          0.863
clock                  4.01       6.84          1.74           2.83
sequential             8.12       8.16          9.25         0.0450
total                  12.8       16.5          18.0           3.74
[routing by layer]
layer / vias to the layer above / track usage / part of all wire
met3: 338 / 0.2576 / 0.21
met2: 2438 / 0.3945 / 0.45
met4: 4 / 0.08397 / 0.039
met5: - / 0.02441 / 0.0018
li1: 11460 / - / -
met1: 14070 / 0.3093 / 0.30
[worst paths after layout]
path,endpoint,from
worst max-delay path,reg_a[8],src_a[0]
worst min-delay path,data[8][12],in[12]
[cell families after synthesis]
logic type | after synthesis | share of synthesized area
buffers and inverters | 217 | 0.02445
other | 1 | 0.00007828
multiplexers | 736 | 0.2502
flip-flops | 1024 | 0.6419
AND/OR/NAND/NOR | 212 | 0.02184
AND-OR/OR-AND | 374 | 0.06154
[through the flow]
stage	cell area (um^2)	hold slack (ns)
2_1_floorplan	48020	1.279
3_3_place_gp	51800	2.006
3_5_place_dp	51800	2.013
4_1_cts	55370	1.283
5_1_grt	55370	1.331
6_report	55370	1.309
Power is estimated from default activity; no workload was simulated.
