$ cat design/flow/design.v
package rv32i_types;
typedef enum bit [6:0] {
    op_lui   = 7'b0110111,  
    op_auipc = 7'b0010111,  
    op_jal   = 7'b1101111,  
    op_jalr  = 7'b1100111,  
    op_br    = 7'b1100011,  
    op_load  = 7'b0000011,  
    op_store = 7'b0100011,  
    op_imm   = 7'b0010011,  
    op_reg   = 7'b0110011,  
    op_csr   = 7'b1110011   
} rv32i_opcode;
typedef enum bit [2:0] {
    beq  = 3'b000,
    bne  = 3'b001,
    blt  = 3'b100,
    bge  = 3'b101,
    bltu = 3'b110,
    bgeu = 3'b111
} branch_funct3_t;
typedef enum bit [2:0] {
    lb  = 3'b000,
    lh  = 3'b001,
    lw  = 3'b010,
    lbu = 3'b100,
    lhu = 3'b101
} load_funct3_t;
typedef enum bit [2:0] {
    sb = 3'b000,
    sh = 3'b001,
    sw = 3'b010
} store_funct3_t;
typedef enum bit [2:0] {
    add  = 3'b000,  
    sll  = 3'b001,
    slt  = 3'b010,
    sltu = 3'b011,
    axor = 3'b100,
    sr   = 3'b101,  
    aor  = 3'b110,
    aand = 3'b111
} arith_funct3_t;
typedef enum bit [2:0] {
    alu_add = 3'b000,
    alu_sll = 3'b001,
    alu_sra = 3'b010,
    alu_sub = 3'b011,
    alu_xor = 3'b100,
    alu_srl = 3'b101,
    alu_or  = 3'b110,
    alu_and = 3'b111
} alu_ops;
typedef logic [31:0] rv32i_word;
typedef logic [4:0] rv32i_reg;
typedef logic [3:0] rv32i_mem_wmask;
endpackage : rv32i_types
module mux8 #(parameter width = 32)
(
	input [2:0] sel,
	input [width-1:0] a, b, c, d, e, f, g, h,
	output logic [width-1:0] i
);
always_comb
begin
	if (sel == 3'b000)
		i = a;
	else if (sel == 3'b001)
		i = b;
	else if (sel == 3'b010)
		i = c;
	else if (sel == 3'b011)
		i = d;
	else if (sel == 3'b100)
		i = e;
	else if (sel == 3'b101)
		i = f;
	else if (sel == 3'b110)
		i = g;
	else
		i = h;
end
endmodule : mux8
$ cat design/flow/run.sh
#!/bin/bash
# OpenROAD 26Q1-2900-gdf79404cd8, Yosys 0.63+post, stock flow scripts
make -C /OpenROAD-flow-scripts/flow DESIGN_CONFIG=/design/flow/config.mk WORK_HOME=/design/flow/orfs finish
$ cat design/flow/config.mk
export PLATFORM = sky130hd
export DESIGN_NAME = mux8
export DESIGN_NICKNAME = mux8
export VERILOG_FILES = /design/flow/design.v
export SDC_FILE = /design/flow/constraint.sdc
export NUM_CORES = 4
export LEC_CHECK = 1
export CORE_AREA = 10 10 132 132
export DIE_AREA = 0 0 142 142
$ cat design/flow/constraint.sdc
current_design mux8

set clk_period 5.8
set clk_io_pct 0.2

create_clock -name clk0 -period $clk_period

set non_clock_inputs [all_inputs -no_clocks]
set_input_delay [expr $clk_period * $clk_io_pct] -clock clk0 $non_clock_inputs
set_output_delay [expr $clk_period * $clk_io_pct] -clock clk0 [all_outputs]
==> Slide: Implementation Results <==
Physical Implementation Snapshot

Placement
  – Cells after DPL: 689
  – Total half-perimeter wirelength after legalization and detailed placement: 11,700 um
  – Port Buffer Count: 291
  – GPL Wtd Cong: around 0.86
  – Post-placement worst setup slack: 1.13 ns

STA
  – Count of final hold-check violations: 0
  – RSZ-0062 raised after global routing: false
  – Final critical-path required period: 4.67 ns
  – Actual transition at the worst max-transition pin: 0.907 ns
  – Maximum frequency from static timing analysis: 0.214 GHz
  – Slew margin rel.: 39.3%
  – Total Negative Setup Slacks: 0 ns
  – Worst path setup slack after routing: around 1.1 ns
  – Max-slew violation total from the final report: 0
  – Endpoints failing setup: 0
  – Hold Slack: 3.23 ns
  – Final period util: around 80%

Min path
  – Class of the tightest hold or removal check: in -> out

Synthesis
  – Ranking of synthesized cells by instance count: nand2_1, nor2_1, mux4_2
  – Chip area line of the yosys report: 2190 sq um
  – Instance tally after logic synthesis: 238
  – Warnings from Yosys: 1
  – Most numerous cell in the Yosys netlist: nand2_1
  – Biggest area consumer among synthesized cells: mux4_2
  – Netlist Area Pre-Place: approximately 2200 sq um
  – Post-synth area hogs: mux4_2, mux4_1, mux2_1, a221oi_2, o221ai_1
  – Proportion of netlist area held by the largest area contributor: between 20% and 30%
  – Netlist cell types: 34
  – Mean instance size in the synthesized netlist: 9.20 sq um
  – Share of synthesized area occupied by flip-flops and latches: 0%
  – Ys cells: 238

Floorplan
  – Die Footprint: 20,200 sq um
  – Initial Util: 15.1%
  – Boundary Pins: 291
  – Core Box Area: ~15,000 sq um
  – Number of core rows: 44
  – X dimension of the die: 142 um
  – Height of the chip: 142 um

Routing
  – Total routed wirelength: ~14,000 um
  – Total iterations of the first detailed-routing run: 4
  – Number of vias in the routed layout: 3,157
  – Iteration-0 DRC Markers: around 100
  – Vias per std cell: 4.58
  – Drt wl/cell: 19.8 um
  – # DRC: 0
  – ANT nets after route: 0
  – Count of antenna diodes in the layout: 0

Worst setup path
  – Crit path max-delay cell type: buf_2
  – Crit path DRT: 4.64 ns
  – Capturing element type of the critical path: output port
  – Series of cell instances along the critical path: buf_2, buf_12, nand3_1, a31oi_1, nand2_1, a21oi_1, clkdlybuf4s50_1
  – Setup crit start kind: primary input
  – Biggest cell delay along the critical path: slightly above 0.6 ns
  – Top fanout value on the critical path: 43
  – WS Path Type: in -> out
  – Crit path arrival time: 3.51 ns

Pwr
  – Clk network pwr share: 0%
  – Switching Share: 28.9%
  – Combinational power share: 100.0%
  – Part of the power in registers: 0%
  – Switching power of the nets: 110 uW
  – Leakage dissipation: about 1.9 nW
  – Internal power summed over all cells: 271 uW
  – Power density over the cells: 74.1 nW/um^2
  – Max VDD drop: 0.0507 mV

Layout
  – Sequential cell area: 0 sq um
  – Area added between synthesis and finish: 135%
  – Logic area: slightly below 2000 sq um
  – Non-Filler Instances: 689
  – Share of layout cells above drive strength 1: under 10%
  – Number of clock buffer instances in the layout: 0
  – # fillers: ~1,400
  – Seq cells: 0

Clock tree
  – Number of setup buffers added after CTS: 0
  – Number of gates given a new drive strength after cts: 0
  – Post-cts hold-fix buffer tally: 0

Flow run
  – Tool warning count: 32
  – Max-cap violations: 0

Global routing
  – Maximum number of pins on one net before global-route repair: 60
  – Total grt overflow: 0
  – First-pass GRT wire length: about 20,000 um
  – Initial antenna violation count: 0
  – Via count of the first global-routing pass: 3,390
  – Total Routing Usage GR: 12.4%

Run status
  – Outcome: finished clean
-- routing by layer --
metal  track usage [%]  wire length, um  vias up
met5                 0                0        -
met3              5.01             1710        4
met2              20.4             6420      195
met4             0.538               68        0
met1              15.9             5470     1428
li1                  -                -     1530
-- cell families (layout without fill, tap and decap cells) --
group / count (synthesis) / in the layout / share of synthesized area (%)
compound gates: 91 / 91 / 31.5
buf+inv: 31 / 298 / 10.7
mux: 55 / 55 / 44.2
simple gates: 61 / 61 / 13.5
-- cell usage in the layout, fill, tap and decap left out, types with 5 or more instances in the layout --
master	instances
a2bb2oi_1	7
a31oi_1	13
mux4_2	20
o22ai_1	14
mux2_2	6
o221ai_1	12
mux2_1	10
mux4_1	9
nor2_1	23
mux2i_1	10
a21oi_1	14
buf_4	5
a221oi_2	7
a21o_1	12
nand2_1	24
clkdlybuf4s50_1	288
-- critical path: cells and delay by family --
family	cells	cell delay [ns]
AND-OR/OR-AND	2	0.60
buffers and inverters	3	1.41
AND/OR/NAND/NOR	2	0.29
-- cell type report --
cell class / count / area share [%]
repair buffers: 296 / 57.4
inverters: 2 / 0.146
well taps: 184 / 4.48
multi-input cells: 207 / 38.0
-- power by group through the flow --
stage | clock network [mW] | registers [mW] | logic, mW
CTS | 0 | 0 | 0.386
global route | 0 | 0 | 0.410
finish | 0 | 0 | 0.381
-- path summary, 6_finish.rpt --
| kind | cells after the start | to | slack, ns | from |
|---|---|---|---|---|
| hold / removal | 5 | i[28] | 3.23 | sel[2] |
| setup / recovery | 7 | i[25] | 1.13 | sel[1] |
-- per-stage QoR --
step	instance area [sq um]	total power [mW]	utilization, %
floorplan	2190	0.138	-
CTS	5140	0.386	35.4
global route	5140	0.410	35.4
finish	5140	0.381	35.4
detailed placement	5140	0.384	35.4
global placement	5140	0.382	35.4
Power figures rest on the tool's default switching activity, not on a simulated workload.
